`flow/design.v`:
```
`timescale 1ns / 1ps
module game_logic(
	  input clk,
	  input rst,
	 output [7:0] rgb,
	 output hsync,
	 output vsync
    );
reg [(3*4*4)-1:0] vid_mem = 0;
reg [4:0] cursor = 0;
reg [7:0] selected = 0;
reg [1:0] selectedCount = 0;
wire finishedGen;
vga display(
	.clk(clk),
	.cursor(cursor),
	.selected(selected),
	.selectedCount(selectedCount),
	.vid_mem(vid_mem),
   .rgb(rgb),
   .hsync(hsync),
   .vsync(vsync)
    );
always @ (posedge clk) begin
	cursor <= 9;
	vid_mem[47:32] <= 16'hffff;
	vid_mem[31:16] <= 16'hffff;
	vid_mem[15:0] <= 16'hffff;
	selected <= 8'b00000010;
	selectedCount <= 2'b10;
end
endmodule
`timescale 1ns / 1ps
module vga(
	 input wire clk,
	 input wire [3:0] cursor,
	 input wire [7:0] selected,
	 input wire [1:0] selectedCount,
	 input wire [(3*4*4)-1:0] vid_mem,
    output reg [7:0] rgb,
    output wire hsync,
    output wire vsync
    );
	reg [1:0] pixel_clk = 0;
	wire pixel_clk_en = (pixel_clk == 0);
	always @ (posedge clk) begin
		pixel_clk <= pixel_clk + 1;
	end
	reg [9:0] counter_x = 0;
	reg [9:0] counter_y = 0;
	wire [9:0] cursor_x = (cursor % 4)*60 + (((640 - (4 * 60)) / 2)) + (60 / 3);
	wire [9:0] cursor_y = (cursor / 4)*60 + (((480 - (4 * 60)) / 2)) + (60 / 3);
	wire [9:0] card1_x = (selected[3:0] % 4)*60 + (((640 - (4 * 60)) / 2));
	wire [9:0] card1_y = (selected[3:0] / 4)*60 + (((480 - (4 * 60)) / 2));
	wire [9:0] card2_x = (selected[7:4] % 4)*60 + (((640 - (4 * 60)) / 2));
	wire [9:0] card2_y = (selected[7:4] / 4)*60 + (((480 - (4 * 60)) / 2));
	assign hsync = ~(counter_x >= (640 + 16) &&
	                 counter_x < (640 + 16 + 96));
	assign vsync = ~(counter_y >= (480 + 10) &&
	                 counter_y < (480 + 10 + 2));
	reg [9:0] current_block_index = 0;
	reg [2:0] current_vid_mem = 0;
	always @ (posedge pixel_clk_en) begin
		if (counter_x >= (((640 - (4 * 60)) / 2)) && counter_y >= (((480 - (4 * 60)) / 2)) &&
		    counter_x < (((640 - (4 * 60)) / 2)) + (4 * 60) && counter_y < (((480 - (4 * 60)) / 2)) + (4 * 60)) begin
			current_block_index <= ((counter_x-(((640 - (4 * 60)) / 2))+2) /60) + (((counter_y-(((480 - (4 * 60)) / 2)))/60)*4);
			current_vid_mem <= vid_mem[current_block_index * 3 +:3];
			if (counter_x == (((640 - (4 * 60)) / 2)) || counter_x == (((640 - (4 * 60)) / 2)) + (4 * 60) - 1 ||
				counter_y == (((480 - (4 * 60)) / 2)) || counter_y == (((480 - (4 * 60)) / 2)) + (4 * 60) - 1 ||
				counter_x == (((640 - (4 * 60)) / 2)) + 1 || counter_x == (((640 - (4 * 60)) / 2)) + (4 * 60) - 2 
) begin
				rgb <= 8'b11111111;
			end
			else if (counter_x >= cursor_x && counter_y >= cursor_y &&
					 counter_x < cursor_x + (60 / 3) && counter_y < cursor_y + (60 / 3)) begin
				rgb <= 8'b11111111;
			end
			else if (selectedCount == 2'b01 &&
						counter_x >= card1_x && counter_y >= card1_y &&
						counter_x < card1_x + 60 && counter_y < card1_y + 60) begin
				case (current_vid_mem[2:0])
					3'b000: rgb <= 8'b00000000;
					3'b001: rgb <= 8'b11110000;
					3'b010: rgb <= 8'b00111111;
					3'b011: rgb <= 8'b11000111;
					3'b100: rgb <= 8'b00111000;
					3'b101: rgb <= 8'b00000111;
					3'b110: rgb <= 8'b11000000;
					3'b111: rgb <= 8'b00011111;
				endcase			
			end
			else if (selectedCount == 2'b10 &&
						((counter_x >= card1_x && counter_y >= card1_y &&
						counter_x < card1_x + 60 && counter_y < card1_y + 60)
						||
						(counter_x >= card2_x && counter_y >= card2_y &&
						counter_x < card2_x + 60 && counter_y < card2_y + 60))) begin
				case (current_vid_mem[2:0])
					3'b000: rgb <= 8'b00000000;
					3'b001: rgb <= 8'b11110000;
					3'b010: rgb <= 8'b00111111;
					3'b011: rgb <= 8'b11000111;
					3'b100: rgb <= 8'b00111000;
					3'b101: rgb <= 8'b00000111;
					3'b110: rgb <= 8'b11000000;
					3'b111: rgb <= 8'b00011111;
				endcase			
			end
			else begin
				if (current_vid_mem[2:0] == 3'b000)
					rgb <= 8'b00000000;
				else
					rgb <= 8'b10100100;
			end
		end else begin
			current_block_index <= 0;
			current_vid_mem <= 0;
			rgb <= 8'b00000000;
		end
	end
	always @ (posedge pixel_clk_en) begin
		if (counter_x >= 640 + 16 + 96 + 48) begin
			counter_x <= 0;
			if (counter_y >= 480 + 10 + 2 + 33) begin
				counter_y <= 0;
			end else begin
				counter_y <= counter_y + 1;
			end
		end else begin
			counter_x <= counter_x + 1;
		end
	end
endmodule
```
`flow/run.sh`:
```
#!/bin/bash
# OpenROAD 26Q1-2900-gdf79404cd8, Yosys 0.63+post, stock flow scripts
make -C /OpenROAD-flow-scripts/flow DESIGN_CONFIG=/design/flow/config.mk WORK_HOME=/design/flow/orfs finish
```
`flow/config.mk`:
```
export PLATFORM = sky130hd
export DESIGN_NAME = game_logic
export DESIGN_NICKNAME = game_logic
export VERILOG_FILES = /design/flow/design.v
export SDC_FILE = /design/flow/constraint.sdc
export NUM_CORES = 4
export LEC_CHECK = 1
export CORE_UTILIZATION = 30
```
`flow/constraint.sdc`:
```
current_design game_logic

set clk_period 1.7
set clk_io_pct 0.2

create_clock -name clk0 -period $clk_period [get_ports {clk}]

set non_clock_inputs [all_inputs -no_clocks]
set_input_delay [expr $clk_period * $clk_io_pct] -clock clk0 $non_clock_inputs
set_output_delay [expr $clk_period * $clk_io_pct] -clock clk0 [all_outputs]
```
==> results.json <==
{
  "wl_per_cell_um": 14.2,
  "status": "complete, no violations",
  "postSynthCellCount": 842,
  "unclocked_pins": 27,
  "drv_slew": 0,
  "critPathCaptureType": "flop",
  "clock_path_buffers": 2,
  "drt_iter0_drc": 436,
  "dieArea_mm2": 0.0210,
  "drc": 0,
  "cp.arrival_ns": 0.83,
  "startpoint": "display.pixel_clk[0]$_DFF_P_",
  "p_leak_nw": 2.27,
  "path_cells": "inv_1 -> ha_1",
  "r2r_cells": 2,
  "grt_max_degree": 20,
  "htree_levels": 1,
  "path_class": "flop to flop",
  "wl_um": 15200,
  "die-height_um": 145,
  "vdd_drop_max_mv": 0.497,
  "drive_gt1_share_pct": 8.02,
  "yosys_warnings": 3,
  "port_buffers": 10,
  "diodes": 0,
  "start_kind": "flop",
  "edf_count": 10,
  "simple_gate_share_pct": 29.8,
  "dr.pass1.iters": 7,
  "drv_cap": 0,
  "crit_cells": 2,
  "ys_sh_aoi_pct": 34.8,
  "finalSetupTns_ns": 0,
  "crit_buf_inv": 1,
  "avgSynthCellArea_um2": 7.29,
  "r2r-end": "display.pixel_clk[1]$_DFF_P_",
  "grt_usage_pct": 14.5,
  "finalSetupViolations": 0,
  "core_mm2": 0.0198,
  "ff_type": "dfxtp_1",
  "floorplan.core_util_pct": 31.0,
  "post_cts_buffers": 0,
  "fmax_mhz": 1370,
  "synth_xor_xnor_area_share_pct": 6.70,
  "clk_latency_ns": 0.22,
  "p_per_area_mw_per_mm2": 73.0,
  "cts_hold_buf": 0,
  "logic_family": "AND-OR/OR-AND gates",
  "fin_crit_ns": 0.728,
  "grt_pass1_vias": 5319,
  "ys_seq_share_pct": 11.4,
  "hold_violations": 0,
  "cts_inserted_buffers": 3,
  "rows": 51,
  "ys_chip_area_mm2": 0.00614,
  "r2r_start": "display.pixel_clk[0]$_DFF_P_",
  "grt_pass1_wl_um": 26300,
  "openroad.warnings": 46,
  "fin_ws_ns": 0.972,
  "routabilityCongestion": 0.894,
  "rsz0062_at_grt": "no",
  "ctsResizeCount": 0,
  "synthArstFlopShare_pct": 0,
  "vias": 6061,
  "cts_root_buffer": "clkbuf_16",
  "untimed_endpoints": 47,
  "area.growth.synth_to_final_pct": 4.97,
  "cp.required_ns": 1.80,
  "die_w_um": 145,
  "ys.flops": 30,
  "ant_nets": 0,
  "max_slew_margin_pct": 40.7,
  "clk_pin_slew_ns": 0.03,
  "viasPerCell": 5.64,
  "worst_path_largest_cell_delay_ns": 0.29,
  "ys_cells": 842,
  "gr-total-overflow": 0,
  "antenna_found_initial": 0,
  "synthAdderAreaFrac_pct": 9.45,
  "mux_share_pct": 2.40,
  "slowest_stage": "dfxtp_1",
  "cts_tree": "done",
  "place_worst_setup_slack_ns": 0.972,
  "ys_types": 107,
  "path_delay_family": "flip-flops",
  "dp_hpwl_um": 11700,
  "worstPathMaxFanout": 2,
  "tightest_slew_ns": 0.887,
  "post-route-period-util_pct": 42.8,
  "crit_end": "display.pixel_clk[1]$_DFF_P_",
  "rrSetupSlack_ns": 0.97,
  "skew_ns": 0.00000251,
  "syn_area_mm2": 0.00614,
  "hp-class": "flop to flop",
  "ios": 12
}
where the power goes:
| part | switching, W | internal [W] |
|---|---|---|
| sequential | 0.00000379 | 0.0000724 |
| combinational | 0.0000143 | 0.0000116 |
| clock | 0.0000592 | 0.000309 |
| total | 0.0000773 | 0.000393 |
sequential cells by signal, summed over array words and instances, names as in the netlist:
signal,cells
cursor,1
display.current_block_index,2
display.pixel_clk,2
display.counter_y,10
display.counter_x,10
display.current_vid_mem,1
display.rgb,4
placed cells by master, fill, tap and decap left out, types with 9 or more instances in the layout:
cell type,count
nor2_1,93
nand2_1,80
nand3_1,45
ha_1,44
o21ai_0,40
a21oi_1,36
xnor2_1,31
nor3_1,27
inv_1,26
dfxtp_1,20
o211ai_1,19
xor2_1,16
o21a_1,14
and2_1,13
a21o_1,13
or2_2,12
a211oi_1,11
a31oi_1,11
or3_1,10
and3_1,10
o21ai_1,10
edfxtp_1,10
clkdlybuf4s50_1,10
nor2b_1,9
nand4_1,9
nand2b_1,9
through the flow:
| stage | std cells | total power, W | hold WS [ns] | util (%) | cell area, µm² |
|---|---|---|---|---|---|
| 6_report | 1075 | 0.000470 | 0.378 | 32.6 | 6450 |
| 5_1_grt | 1075 | 0.000489 | 0.414 | 32.6 | 6450 |
| 4_1_cts | 1075 | 0.000477 | 0.381 | 32.6 | 6450 |
| 3_5_place_dp | 1071 | 0.000103 | 0.374 | 32.2 | 6370 |
| 3_3_place_gp | 1071 | 0.000103 | 0.375 | 32.2 | 6370 |
| 2_1_floorplan | 842 | 0.0000973 | 0.361 | - | 6140 |
routing by layer:
layer / share of wire, % / wire length [µm] / GRT usage (%)
met5: 0 / 0 / 0
met4: 0.13 / 20 / 0.947
met1: 52 / 7970 / 23.8
met2: 44 / 6710 / 22.0
met3: 3.5 / 533 / 0.545
worst reg2reg max path, stage by stage, from the launching register on:
cell	delay, ns
dfxtp_1	0.29
inv_1	0.04
ha_1	0.28
worst min-delay path by stage:
stage | from | endpoint | slack [ns] | cells past startpoint
after CTS | display.pixel_clk[0]$_DFF_P_ | display.pixel_clk[0]$_DFF_P_ | 0.38 | 1
after global routing | display.pixel_clk[0]$_DFF_P_ | display.pixel_clk[0]$_DFF_P_ | 0.41 | 1
final | display.pixel_clk[0]$_DFF_P_ | display.pixel_clk[0]$_DFF_P_ | 0.38 | 1
kinds of logic after synthesis:
group / Yosys count
XOR/XNOR: 47
buffers and inverters: 76
AND-OR/OR-AND: 270
other: 1
adder cells (fa/ha/maj): 46
multiplexers: 13
flip-flops: 30
AND/OR/NAND/NOR: 359
synth_stat cells, types with 11 or more instances:
cell type  number  share of area [%]
nor2_1         93                5.7
nand2_1        80                4.9
nand3_1        45                3.7
ha_1           44                9.0
o21ai_0        40                3.3
a21oi_1        36                2.9
clkbuf_1       35                2.1
xnor2_1        31                4.4
nor3_1         27                2.2
inv_1          26                1.6
dfxtp_1        20                6.5
o211ai_1       19                2.3
xor2_1         16                2.3
o21a_1         14                1.7
a21o_1         13                1.6
and2_1         13                1.3
or2_2          12                1.2
a211oi_1       11                1.3
a31oi_1        11                1.1
layout make-up:
type / count / area [µm²]
clock buffers: 4 / 78.8
fillers: 2128 / 13300
inverters: 26 / 97.6
multi-input cells: 736 / 5110
flip-flops and latches: 30 / 701
well taps: 265 / 332
repair buffers: 14 / 130
Power is estimated from default activity; no workload was simulated.
